$ cat /design/flow/config.mk
export PLATFORM = sky130hd
export DESIGN_NAME = adder_256
export DESIGN_NICKNAME = adder_256
export VERILOG_FILES = /design/flow/design.v
export SDC_FILE = /design/flow/constraint.sdc
export NUM_CORES = 4
export LEC_CHECK = 1
export CORE_AREA = 10 10 320 320
export DIE_AREA = 0 0 330 330
$ cat /design/flow/constraint.sdc
current_design adder_256

set clk_period 1.7
set clk_io_pct 0.2

create_clock -name clk0 -period $clk_period [get_ports {C_EN}]

set non_clock_inputs [all_inputs -no_clocks]
set_input_delay [expr $clk_period * $clk_io_pct] -clock clk0 $non_clock_inputs
set_output_delay [expr $clk_period * $clk_io_pct] -clock clk0 [all_outputs]
$ cat /design/flow/design.v
module adder_256 (
    input  [255:0] a,        
    input  [255:0] b,        
    input          C_EN,     
    input          rst,      
    output [255:0] sum       
);
	 genvar i;
    generate
        for (i = 0; i < 256; i = i + 1) begin : fa
            full_adder fa_inst (
                .a(a[i]),
                .b(b[i]),
                .C_EN(C_EN),
                .rst(rst),
                .s(sum[i])
            );
        end
    endgenerate
endmodule
module full_adder(
    input a, b, C_EN, rst,
    output s
);
    reg intermediate_carry;
    wire carry_in, carry_out;
    assign carry_in = intermediate_carry;
    adder add (
         .a(a), .b(b), .cin(carry_in),
         .sum(s), .carry(carry_out)
    );
    always @(posedge C_EN or posedge rst) begin
        if (rst)
            intermediate_carry <= 1'b0;   
        else if (C_EN)
            intermediate_carry <= carry_out;   
    end
endmodule
module adder (
    input a,b,cin,
    output sum,carry
);
assign {carry,sum} = a+b+cin;
endmodule
$ cat /design/flow/run.sh
#!/bin/bash
# OpenROAD 26Q1-2900-gdf79404cd8, Yosys 0.63+post, stock flow scripts
make -C /OpenROAD-flow-scripts/flow DESIGN_CONFIG=/design/flow/config.mk WORK_HOME=/design/flow/orfs finish
==> results.yml <==
# generated from flow reports
drt:
  wl_met1_um: 14960
  drc: 0
  drt_iter0_drc: 166
  dr_wl_met3_um: 6140
  drt-total-wl_um: 46010
  highest_layer: "met4"
  detail_route.vias_per_cell: 2.980
  wire_per_inst_um: 17.60
  met2WireLength_um: 24090
  route.vias.total: 7794
  dr.pass1.iters: 4
  n_antenna_cell: 0
  drtAntennaViolNets: 0
synthesis:
  postSynthSeqShare_pct: 47.61
  top_area_share_pct: 47.61
  top_area_cell: "dfrtp_1"
  ys_top_cells_by_area: "dfrtp_1, fa_1, buf_4, inv_1"
  synthCells: 769
  ys.flops: 256
  post_synth_num_cell_types: 4
  yosys_cells: 769
  yosys_warnings: 1
  syn-mean-instance-area_um2: 17.50
  ys_chip_area_um2: 13460
  netlist_area_um2: 13460
setup_path:
  path_max_fanout: 1
  crit_arrival_ps: 1720
  reg2reg_slack_ps: 820
  reg2reg_to: "fa[233].fa_inst.intermediate_carry"
  worstReg2RegStart: "fa[233].fa_inst.intermediate_carry"
  critPathSlowestCell: "fa_2"
  cp.required_ps: 1360
  path_cells: "fa_2 -> buf_12"
  cp-end-kind: "output pin"
  startpoint_type: "flop"
  max_stage_delay_ps: 610
  critPathKind: "reg -> out"
  r2r_cells: 1
sta:
  setup_ws_ps: -362.6
  fin_crit_sh_pct: 121.3
  report.final.slew_viol_count: 0
  rsz0062_at_grt: "true"
  fin_worst_skew_ps: 0
  slew_headroom_pct: 78.73
  max_freq_ghz: 0.4848
  finalHoldViolCount: 0
  setup_viol: 256
  tightest_slew_ps: 319.1
  min_period_ps: 2063
global_routing:
  grt_antenna_before_repair: 0
  grt_pass1_wl_um: 66190
  grt_pass1_vias: 9603
  gr-usage-all-layers_pct: 8.419
  grt_overflow: 0
  grt_max_degree: 57
place:
  portBuffers: 769
  gp_congestion: 0.8719
  post-dp-hpwl_um: 40990
  dp_slack_ps: -743.8
floorplanning:
  io_pins: 770
  fp.dieH_um: 330
  rows: 113
  chipArea_um2: 108900
  fp_util_pct: 14.14
  coreArea_um2: 95150
  die_x_um: 330
power_and_ir_drop:
  p_leak_nw: 8.513
  p_comb_share_pct: 24.3
  peakVddDrop_uv: 676.2
  p_per_area_nw_per_um2: 854.0
  internal_power_mw: 13.30
  seqPwrFrac_pct: 39.0
  p_clk_share_pct: 36.7
  sw_frac_of_total_pct: 25.58
  p_sw_mw: 4.571
  p_total_mw: 17.87
finish:
  areaGrowthSynthToFinish_pct: 55.53
  fin_util_pct: 22.00
  lay_top_count: "clkdlybuf4s50_1"
  top_register: "fa.fa_inst.intermediate_carry"
  fillers: 9970
  largest_register_ffs: 256
  seq_area_um2: 6406
  logic_area_um2: 5165
  drive_gt1_share_pct: 24.44
  reg_top3: "fa.fa_inst.intermediate_carry x256"
  layout_top_cells: "clkdlybuf4s50_1, dfrtp_1, fa_1, buf_2, clkbuf_16"
flow_run:
  cap_violations: 0
  warnings: 28
clock_network:
  htree_levels: 1
  clock_latency_ps: 580
  cts_num_sinks: 256
  root_buffer: "clkbuf_16"
  clockBufferDepth: 3
  clk_pin_slew_ps: 60
  cts_buffers: 31
  cts_tree: "built"
worst_hold_path:
  hp-class: "in -> async"
outcome:
  failed_checks: "negative setup slack"
  status: "finished, violations left"
## metal layers
layer | up-vias | global-route usage (%)
li1 | 3197 | -
met1 | 4098 | 9.144
met2 | 458 | 14.78
met3 | 41 | 4.398
met4 | 0 | 1.239
met5 | - | 0
## power groups by stage
stage / Sequential, mW / Combinational [mW] / Clock (mW)
CTS: 7.03 / 4.59 / 6.86
global route: 7.02 / 4.99 / 7.17
finish: 6.97 / 4.34 / 6.56
## metrics by stage
step                      instances  cell area, um2  hold WS (ps)  TNS (ps)
after floorplan                 769           13460         498.1   -514980
after global placement         2560           21050         505.4   -119430
after detailed placement       2560           21050         513.9   -119380
after CTS                      2615           20920         87.65    -73780
after global routing           2615           20930         113.8    -72980
final                          2615           20930         134.8    -50460
## logic make-up after synthesis
family / Yosys count / synth area share (%)
adder cells (fa/ha/maj): 256 / 38.08
flip-flops: 256 / 47.61
buffers and inverters: 257 / 14.31
## how the worst max path moves through the flow
stage	end	cells after the start	slack, ps	start
6_report	sum[87]	2	-360	fa[87].fa_inst.intermediate_carry
5_1_grt	sum[87]	2	-440	fa[87].fa_inst.intermediate_carry
4_1_cts	sum[185]	2	-450	fa[185].fa_inst.intermediate_carry
## critical path: cells and delay by family (launching register included)
kind	cells	cell delay [ps]
adder cells (fa/ha/maj)	1	610
flip-flops	1	370
buffers and inverters	1	120
## timing repair
item | in CTS | in global routing
setup buffers | 0 | 0
hold buffers | 0 | 0
resized | 862 | 4
pin swaps | 131 | 131
endpoints found under the setup margin | 256 | 256
## area by class of cell
class | instances | share of cell area, %
Sequential cell | 256 | 30.61
Inverter | 1 | 0.03587
Clock inverter | 10 | 0.6337
Timing Repair Buffer | 782 | 32.38
Multi-Input combinational cell | 256 | 24.68
Tap cell | 1265 | 7.563
Clock buffer | 45 | 4.101
## synthesized netlist by cell type
| master | n |
|---|---|
| fa_1 | 256 |
| dfrtp_1 | 256 |
| inv_1 | 1 |
| buf_4 | 256 |
Power is estimated from default activity; no workload was simulated.
