### ./config.mk
export PLATFORM = sky130hd
export DESIGN_NAME = memory_32_by_256
export DESIGN_NICKNAME = memory_32_by_256
export VERILOG_FILES = /design/flow/design.v
export SDC_FILE = /design/flow/constraint.sdc
export NUM_CORES = 4
export LEC_CHECK = 1
export CORE_AREA = 10 10 82 82
export DIE_AREA = 0 0 92 92
### ./constraint.sdc
current_design memory_32_by_256

set clk_period 3.1
set clk_io_pct 0.2

create_clock -name clk0 -period $clk_period [get_ports {clk}]

set non_clock_inputs [all_inputs -no_clocks]
set_input_delay [expr $clk_period * $clk_io_pct] -clock clk0 $non_clock_inputs
set_output_delay [expr $clk_period * $clk_io_pct] -clock clk0 [all_outputs]
### ./design.v
module ADD_FSM(
	input            clk,
	input            En,
	output     [7:0] RWLv1,
	output     [7:0] RWLv2,
	output     [7:0] WWLp,
	output reg       C_EN,
	output           CLR,
	output reg       DONE
);
	localparam IDLE        = 3'b000,
				  ADD         = 3'b001,
				  STORE       = 3'b010,
			     CHECK       = 3'b011,
			     WAIT        = 3'b100;
 	reg [3:0] state, next_state; 
	reg [2:0] counter;
	reg [8:0] RWLv1_reg;
	reg [8:0] RWLv2_reg;
	reg [8:0] WWLp_reg;
	wire start;
	assign RWLv1 = (state == ADD | state == STORE | state == CHECK )  ? RWLv1_reg[8:1] : 8'h00;
	assign RWLv2 = (state == ADD | state == STORE | state == CHECK )  ? RWLv2_reg[8:1] : 8'h00;
	assign WWLp =  (state == STORE)  ? WWLp_reg[8:1] : 8'h00;
	START_FSM fsm_inst (
		.clk(clk), 
		.En(En), 
		.CLR(CLR), 
		.start(start)
	);
	always @(*) begin
		case(state)
			IDLE: begin
				RWLv1_reg 	= 9'h01; 
				RWLv2_reg 	= 9'h01; 
				WWLp_reg  	= 9'h01; 
				C_EN  		= 1'b0;
				DONE  		= 1'b0;
				next_state = (start) ? ADD : IDLE;
			end
			ADD: begin
				RWLv1_reg = RWLv1_reg << 1; 
				RWLv2_reg = RWLv2_reg << 1; 
				WWLp_reg  = WWLp_reg << 1;
				C_EN      = 1'b0;
				DONE      = 1'b0;
				next_state = STORE;
			end
			STORE:begin
				C_EN      = 1'b0;
				DONE      = 1'b0;
				next_state = CHECK;
			end
			CHECK:begin
				C_EN      = 1'b1;
				DONE      = 1'b0;
				next_state = (counter == 3'b111)? WAIT: ADD;
			end
			WAIT: begin
				C_EN      = 1'b0;
				DONE      = 1'b1;
				next_state = (En == 1'b0)? IDLE : WAIT;
			end
			default: next_state = IDLE;
		endcase
	end
	always @(posedge clk) begin
		if (state == IDLE)
			counter <= 3'b000;   
		else if (state == CHECK)
			counter <= counter + 1'b1;   
		state <= next_state;  
	end
endmodule
module Memory_array(
    input  [7:0]   DataIn,    
    input  [7:0]   RWL,       
    input          GWL,       
    input  [7:0]   WWL,       
    input          READ,      
    input          Write,     
    input          Clr,       
    output reg [7:0] DataOut,  
    input          FromAdder,  
    output reg     ToAdder     
);
    reg [7:0] stored_value;
	 integer j;
	  integer i;
    always @(*) begin
        if (Clr) begin
            stored_value = 8'b0;
        end else begin
            if (GWL & Write) begin
                stored_value = DataIn;
            end else begin
                for (i = 0; i < 8; i = i + 1) begin
                    if (WWL[i]) begin
                        stored_value[i] = FromAdder; 
                    end
                end
            end
        end
        ToAdder = 1'bz;  
        for (j = 0; j < 8; j = j + 1) begin
            if (RWL[j]) begin
                ToAdder = stored_value[j]; 
            end
        end
        if (GWL & READ) begin
            DataOut = stored_value;
        end else begin
            DataOut = 8'bz;  
        end
    end
endmodule
module Memory_vector(
	input         En,         
	input [7:0]   DataIn,     
	input [7:0]   RWL,        
	input [7:0]   Col_ADDRS,  
	input [7:0]   WWL,        
	input         READ,       
	input         Write,      
	input			  Clr,        
	output [7:0]  DataOut,    
	input  [255:0]FromAdder,
	output [255:0]ToAdder
);
wire [255:0]GWL;
decoder_8_to_256   dec8to256(
     .in(Col_ADDRS),       
     .enable(READ | Write),    
     .out(GWL) 
);
	genvar i; 
	generate 
		for(i = 0 ; i<256; i = i+1)begin: Mmeory_vector
			Memory_array memory_arr (
			  .DataIn(DataIn),    
			  .RWL(RWL),          
			  .GWL(GWL[i] & En),           
			  .WWL(WWL),           
			  .READ(READ),         
			  .Write(Write),       
			  .Clr(Clr),           
			  .DataOut(DataOut),   
			  .FromAdder(FromAdder[i]),
			  .ToAdder(ToAdder[i])    
		 );
		end
	endgenerate
endmodule 
module START_FSM (
    input clk,        
    input En,         
    output reg CLR,   
    output reg start  
);
	localparam IDLE         = 2'b00, 
				  CLR_STATE    = 2'b01, 
				  START_STATE  = 2'b10,
				  WAIT         = 2'b11;			  
	reg [1:0] state, next_state; 
	always@(posedge clk)begin
		state = next_state;
	end
	always@(*)begin
		case(state)
			IDLE: begin
				CLR   = 1'b0;
				start = 1'b0;
				next_state = (En)? CLR_STATE : IDLE;
			end
			CLR_STATE: begin
				CLR   = 1'b1;
				start = 1'b0;
				next_state = START_STATE;
			end
			START_STATE: begin
				CLR   = 1'b0;
				start = 1'b1;
				next_state = WAIT;
			end
			WAIT: begin
				CLR   = 1'b0;
				start = 1'b0;
				next_state = (En)? WAIT : IDLE;
			end
			default: begin
				CLR        = 1'b0;
				start      = 1'b0;
				next_state = IDLE;
			end
		endcase
	end
endmodule
module decoder_3to8 (
    input [2:0] in,       
    input       en,       
    output reg [7:0] out  
);
always @(*) begin
    if (en) begin
        case (in)
            3'b000: out = 8'b00000001;
            3'b001: out = 8'b00000010;
            3'b010: out = 8'b00000100;
            3'b011: out = 8'b00001000;
            3'b100: out = 8'b00010000;
            3'b101: out = 8'b00100000;
            3'b110: out = 8'b01000000;
            3'b111: out = 8'b10000000;
            default: out = 8'b00000000;
        endcase
    end else begin
        out = 8'b00000000;  
    end
end
endmodule
module decoder_8_to_256(
    input [7:0] in,        
    input       enable,    
    output reg [255:0] out 
);
    always @(*) begin
        if (enable) begin
            out = 256'b0;
            out[in] = 1'b1;
        end else begin
            out = 256'b0;
        end
    end
endmodule
module full_adder(
    input a, b, C_EN, rst,
    output s
);
    reg intermediate_carry;
    wire carry_in, carry_out;
    assign carry_in = intermediate_carry;
    adder add (
         .a(a), .b(b), .cin(carry_in),
         .sum(s), .carry(carry_out)
    );
    always @(posedge C_EN or posedge rst) begin
        if (rst)
            intermediate_carry <= 1'b0;   
        else if (C_EN)
            intermediate_carry <= carry_out;   
    end
endmodule
module adder (
    input a,b,cin,
    output sum,carry
);
assign {carry,sum} = a+b+cin;
endmodule
module memory_32_by_256(
	input 		  clk,        
	input         En,         
	input [2:0]   Row_ADDRS,  
	input [7:0]   DataIn,     
	input [7:0]   Col_ADDRS,  
	input         READ,       
	input         Write,      
	output [7:0]  DataOut,    
	output 		  DONE
);
	wire [7:0]RWLv1,RWLv2,WWLp;
	wire C_EN, CLR;
	wire [15:0]WWL;
	wire [7:0]Row_Dec_Out;
	wire [255:0]ToAdderv1,FromAdder;
	wire [255:0]ToAdderv2;
	decoder_3to8 decoder_inst (
		 .in(Row_ADDRS), 
		 .en(READ | Write), 
		 .out(Row_Dec_Out)
	);
	ADD_FSM add_fsm_inst (
		.clk(clk), 
		.En(En), 
		.RWLv1(RWLv1), 
		.RWLv2(RWLv2), 
		.WWLp(WWLp), 
		.C_EN(C_EN), 
		.CLR(CLR), 
		.DONE(DONE)
	);
	Memory_vector VectorA (
		.En(Row_Dec_Out[0]), 
		.DataIn(DataIn), 
		.RWL(RWLv1), 
		.Col_ADDRS(Col_ADDRS), 
		.WWL(8'd0), 
		.READ(READ), 
		.Write(Write), 
		.Clr(1'b0), 
		.DataOut(DataOut), 
		.FromAdder(), 
		.ToAdder(ToAdderv1)
	);
	Memory_vector VectorB (
		.En(Row_Dec_Out[1]), 
		.DataIn(DataIn), 
		.RWL(RWLv2), 
		.Col_ADDRS(Col_ADDRS), 
		.WWL(8'd0), 
		.READ(READ), 
		.Write(Write), 
		.Clr(1'b0), 
		.DataOut(DataOut), 
		.FromAdder(), 
		.ToAdder(ToAdderv2)
	);
		Memory_vector productVector1 (
		.En(Row_Dec_Out[2]), 
		.DataIn(DataIn), 
		.RWL(8'h00), 
		.Col_ADDRS(Col_ADDRS), 
		.WWL(WWLp), 
		.READ(READ), 
		.Write(Write), 
		.Clr(CLR), 
		.DataOut(DataOut),
		.FromAdder(FromAdder), 
		.ToAdder()
	);
		Memory_vector productVector2 (
		.En(Row_Dec_Out[3]), 
		.DataIn(DataIn), 
		.RWL(8'h00), 
		.Col_ADDRS(Col_ADDRS), 
		.WWL(8'h00), 
		.READ(READ), 
		.Write(Write), 
		.Clr(CLR), 
		.DataOut(DataOut),
		.FromAdder(FromAdder), 
		.ToAdder()
	);
	genvar i;
	generate 
		for (i = 0 ; i < 256 ; i = i +1)begin : gaint_adder
		 full_adder gfa(
		 .a(ToAdderv1[i]), .b(ToAdderv2[i]), 
		 .C_EN(C_EN), .rst(CLR),
		 .s(FromAdder[i]));
		end
	endgenerate
endmodule 
### ./run.sh
#!/bin/bash
# OpenROAD 26Q1-2900-gdf79404cd8, Yosys 0.63+post, stock flow scripts
make -C /OpenROAD-flow-scripts/flow DESIGN_CONFIG=/design/flow/config.mk WORK_HOME=/design/flow/orfs finish
==> impl_metrics.ini <==
; implementation run metrics
[run_status]
status = finished, final reports clean

[critical_path]
crit_end = DataOut[1]
critPathArrivalTime_ns = 2.39
reg2reg_to = add_fsm_inst.counter[2]$_SDFFE_PN0P_
r2r_start = add_fsm_inst.counter[0]$_SDFFE_PN0P_
worstSetupPathType = input pin to primary output
crit_path_end_kind = primary output
reg2reg_depth = 4
worstPathRequired_ns = 2.48
r2r_slack_ns = 1.96
cp_max_fo = 5
startpoint_type = input pin
crit_start = Col_ADDRS[0]

[synthesis]
yosys_area_um2 = 907.1
synthDistinctLibCells = 39
yosys_cells = 97
syn_area_per_cell_um2 = 9.352
syn_area_um2 = 907.1
async_flop_share_pct = 0
edf_count = 0
ys.warnings.count = 8208
synth_flops = 17
flop_cell = dfxtp_1
syn_inst = 97

[cts]
tritoncts = done
postCtsHoldBufs = 0
clk_latency_ns = 0.23
root_buffer = clkbuf_8
numCtsBuffers = 3
cts.htree.levels = 1
clock_path_buffers = 2
clk_pin_slew_ns = 0.04

[final_layout]
layout_top_cells = buf_4, clkdlybuf4s50_1, nor2_1, dfxtp_1, dlygate4sd2_1
lay_top_count = buf_4
drive_above_1_share_pct = 44.65
syn2layout_area_growth_pct = 91.86
fin_area_um2 = 1740

[power_and_ir_drop]
power.density_nw_per_um2 = 312.9
leakage_nw = 0.7600
peakVddDrop_mv = 0.1851

[grt]
grt_usage_pct = 5.519
grt_overflow = 0
grt_first_pass_wirelength_um = 4043
grt_max_degree = 7
antenna_found_initial = 0
grt_pass1_vias = 892

[placed_design]
place_hpwl_um = 1827
place_area_um2 = 1423
gp_congestion = 0.8237
io_buffers = 30

[final_timing]
clock.fmax_mhz = 332.5
untimed_endpoints = 10
worst_slew_pin_slew_ns = 0.2707
final.setup.tns_ns = 0
hold_viol = 0
fin_crit_sh_pct = 97.01
finalMaxSlewViolations = 0
setup_viol = 0
slew_headroom_pct = 81.89
rsz0062_at_grt = false
worst_clock_skew_ns = 0.001150
unclocked_pins = 9
min_period_ns = 3.007

[floorplanning]
dieArea_um2 = 8464
ios = 32
fp_util_pct = 17.87
num_rows = 26
die_h_um = 92
fp.coreArea_um2 = 5075
die_w_um = 92

[routing]
n_antenna_cell = 0
route.detailed.drc = 0
viasPerCell = 3.934
drt_iter0_drc = 26
wirelength_um = 2341
dr.pass1.iters = 4
vias = 901
wl_per_cell_um = 10.22
route.antenna.remaining_nets = 0

[worst_hold_path]
min_from = add_fsm_inst.counter[2]$_SDFFE_PN0P_
hold_class = register to register

[run]
maxCapViolations = 0
warnings = 27
==> cell usage after synthesis (2+ instances only) <==
cell      instances  area share (%)
dlxtp_1           7              12
mux2i_1           2             2.2
ha_1              4             5.5
nand4b_1          2             1.9
nor2b_1           3             2.1
nor4b_1           2             1.9
nor2_1           10             4.1
a21oi_1           2             1.1
nand2_1           7             2.9
o21ai_0           4             2.2
dlxtn_1           2             3.3
inv_1             6             2.5
dfxtp_1           8              18
a22oi_1           2             1.7
xor2_1            2             1.9
xnor2_1           3             2.9
mux2_2            6             7.4
o21a_1            2             1.7
nand3_1           2             1.1
and4b_1           2             2.2
==> critical path, cell delays in order <==
cell           delay [ns]
buf_4                0.14
inv_1                0.09
ha_4                 0.14
buf_4                0.13
nand3_4              0.11
mux2i_4              0.21
nor4b_4              0.26
buf_4                0.15
mux2_4               0.29
dlygate4sd2_1        0.24
==> worst min-delay path by stage <==
stage,end,slack [ns],depth (start not counted)
CTS,add_fsm_inst.counter[2]$_SDFFE_PN0P_,0.49,2
global route,add_fsm_inst.state[1]$_DFF_P_,0.50,1
finish,add_fsm_inst.counter[2]$_SDFFE_PN0P_,0.48,2
==> metal layers <==
| metal | up-vias | track usage, % | share of wire (%) |
|---|---|---|---|
| li1 | 479 | - | - |
| met4 | 0 | 0.3856 | 0.98 |
| met2 | 14 | 9.471 | 49 |
| met1 | 406 | 7.279 | 47 |
| met3 | 2 | 1.153 | 3.6 |
| met5 | - | 0 | 0 |
==> stage by stage <==
stage / utilization [%] / cells / setup WS, ns / total power, mW / hold slack, ns
after detailed placement: 28.03 / 214 / -0.5881 / 0.3955 / 0.4797
after floorplan: - / 97 / 0.4443 / 0.3179 / 0.4448
after CTS: 33.56 / 226 / 0.02824 / 0.5447 / 0.4869
final: 34.29 / 229 / 0.09279 / 0.5446 / 0.4847
after global routing: 34.29 / 229 / 0.002391 / 0.5885 / 0.5031
after global placement: 28.03 / 214 / -0.5963 / 0.3933 / 0.4679
==> power by group <==
part / internal [mW] / switching [mW] / leakage (nW)
Combinational: 0.116 / 0.113 / 0.606
Clock: 0.0840 / 0.0399 / 0.0216
Sequential: 0.150 / 0.0413 / 0.132
Total: 0.350 / 0.194 / 0.760
==> layout make-up <==
class	count	area [µm²]
sequential	17	295.3
multi-input combinational	74	790.8
tap	70	87.58
clock buffer	3	41.29
inverter	6	22.52
timing repair buffer	59	503.0
fill	507	3334
==> repair_timing <==
item / CTS / global route
buffers inserted: 10 / 3
resized: 72 / 7
endpoints found under the setup margin: 8 / 7
pin swaps: 18 / 11
==> state kept, by name (all words and copies together) (netlist names) <==
register,cells
productVector2.Mmeory_vector.memory_arr.stored_value,1
add_fsm_inst.fsm_inst.state,2
add_fsm_inst.state,3
add_fsm_inst.counter,3
add_fsm_inst.DONE,1
VectorA.Mmeory_vector.memory_arr.stored_value,7
==> cell families after synthesis <==
group | synth area share [%]
muxes | 11.31
latches | 14.90
adders and majority gates | 5.517
xor gates and xnor gates | 6.622
buffers and inverters | 2.483
and+or+nand+nor | 30.49
AOI/OAI and AO/OA | 11.03
DFF | 17.65
Power is estimated from default activity; no workload was simulated.
